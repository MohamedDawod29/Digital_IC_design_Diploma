File: flow/config.mk
export PLATFORM = sky130hd
export DESIGN_NAME = alU
export DESIGN_NICKNAME = alU
export VERILOG_FILES = /design/flow/design.v
export SDC_FILE = /design/flow/constraint.sdc
export NUM_CORES = 4
export LEC_CHECK = 1
export CORE_UTILIZATION = 40
File: flow/constraint.sdc
current_design alU

set clk_period 51.3
set clk_io_pct 0.2

create_clock -name clk0 -period $clk_period [get_ports {clk}]

set non_clock_inputs [all_inputs -no_clocks]
set_input_delay [expr $clk_period * $clk_io_pct] -clock clk0 $non_clock_inputs
set_output_delay [expr $clk_period * $clk_io_pct] -clock clk0 [all_outputs]
File: flow/design.v
module alU 
(
	input wire clk,
	input wire [15:0] A,B,
	input wire [3:0] ALU_FUN ,
	output reg [15:0] ALU_OUT,
	output reg ARITH_FLAG,LOGIC_FLAG,CMP_FLAG,SHIFT_FLAG
);
	reg [15:0] ALU_OUT_next;
	always @(posedge clk)
		begin
			ALU_OUT <= ALU_OUT_next;
		end
	always @(*)
		begin
			ALU_OUT_next = 16'h0000;
			case (ALU_FUN)
				4'b0000:  ALU_OUT_next = A + B;                                        
				4'b0001:  ALU_OUT_next = A - B;                                        
				4'b0010:  ALU_OUT_next = A * B;                                        
				4'b0011:  ALU_OUT_next = A / B;                                        
				4'b0100:  ALU_OUT_next = A & B;                                        
				4'b0101:	 ALU_OUT_next = A | B;                                        
				4'b0110:  ALU_OUT_next = ~(A & B);                                     
				4'b0111:	 ALU_OUT_next = ~(A | B);                                     
				4'b1000:	 ALU_OUT_next = A ^ B;                                        
				4'b1001:	 ALU_OUT_next = ~(A ^ B);                                     
				4'b1010:  ALU_OUT_next = (A == B)? 16'h0001:16'h0000;                  
				4'b1011:  ALU_OUT_next = (A > B)? 16'h0002:16'h0000;						  
				4'b1100:	 ALU_OUT_next = (A < B)? 16'h0003:16'h0000;                   
				4'b1101:  ALU_OUT_next = A >> 1;                                       
				4'b1110:  ALU_OUT_next = A << 1;                                       
				default:  ALU_OUT_next = 16'h0000;
			endcase
		end
	always @(*)
		begin
			ARITH_FLAG = 1'b0;
			LOGIC_FLAG = 1'b0;
			CMP_FLAG = 1'b0;
			SHIFT_FLAG = 1'b0;
			case (ALU_FUN)
				4'b0000:  ARITH_FLAG = 1'b1; 
				4'b0001:  ARITH_FLAG = 1'b1;
				4'b0010:  ARITH_FLAG = 1'b1;
				4'b0011:  ARITH_FLAG = 1'b1;
				4'b0100:  LOGIC_FLAG = 1'b1;
				4'b0101:	 LOGIC_FLAG = 1'b1;
				4'b0110:  LOGIC_FLAG = 1'b1; 
				4'b0111:	 LOGIC_FLAG = 1'b1;
				4'b1000:	 LOGIC_FLAG = 1'b1;
				4'b1001:	 LOGIC_FLAG = 1'b1;
				4'b1010:  CMP_FLAG = 1'b1;
				4'b1011:  CMP_FLAG = 1'b1;
				4'b1100:	 CMP_FLAG = 1'b1;
				4'b1101:  SHIFT_FLAG = 1'b1;
				4'b1110:  SHIFT_FLAG = 1'b1;
				default: 
					begin
						ARITH_FLAG = 1'b0;
						LOGIC_FLAG = 1'b0;
						CMP_FLAG = 1'b0;
						SHIFT_FLAG = 1'b0;
					end
			endcase
		end
endmodule
File: flow/run.sh
#!/bin/bash
# OpenROAD 26Q1-2900-gdf79404cd8, Yosys 0.63+post, stock flow scripts
make -C /OpenROAD-flow-scripts/flow DESIGN_CONFIG=/design/flow/config.mk WORK_HOME=/design/flow/orfs finish
==> results.cfg <==
; physical design summary
[global_routing]
grt_pass1_wl_mm = 82.6
grt_overflow_total = 0
grt_pass1_vias = 14043
grt_max_degree = 27
track_usage_pct = 30.7
antenna_found_initial = 0

[power]
peakVddDrop_uv = 82.3
power.leakage_nw = 7.03
power_density_nw_per_um2 = 27.6

[final_layout]
drive_gt1_share_pct = 4.86
final_cell_mix = ha_1 (240), nand2_1 (225), nor2_1 (201), inv_1 (194), a21oi_1 (134)
lay_top_count = ha_1
largestRegisters = ALU_OUT: 16 flops
largest_reg_flops = 16
top_register = ALU_OUT
syn_to_final_growth_pct = 8.03
final_area_um2 = 15300
final_cells = 2449

[routing]
drtAntennaViolNets = 0
totalWireLength_mm = 53.8
routed-via-count = 14748
wl_per_cell_um = 22.0
drt_iter0_drc = 1164
diodes = 0
via_per_inst = 6.02
drc = 0
drt_first_pass_iters = 6

[timing]
relSlewSlack_pct = 37.1
drv_slew = 0
period_needed_ns = 42.41
fin_tns_setup_ns = 0
rsz0062_at_grt = no
tightest_slew_ns = 0.920
finalCritPeriodShare_pct = 82.7
hold_viol_final = 0
setup_viol = 0
fmax_mhz = 23.6

[synth]
synth_cells = 1990
edf_count = 0
yosysTopAreaCell = ha_1
async_flop_share_pct = 0
synth_area_um2 = 14200
top_area_share_pct = 21.2
ys.warnings.count = 1
synth.distinct_cells = 85
ys_seq_share_pct = 2.26
flop_cell = dfxtp_1
yosys_area_um2 = 14200
ys_cells = 1990
numSynthFlops = 16
avgSynthCellArea_um2 = 7.12
area_leaders = ha_1 (21%), fa_1 (12%), nand2_1 (6.0%), nor2_1 (5.3%), inv_1 (5.1%)

[floorplan]
die_x_um = 190
fp-utilization_pct = 40.8
row_count = 68
die_y_um = 190
dieArea_um2 = 36200
core_um2 = 34700
io_pins = 57

[job]
drv_cap = 0
warning_count = 64

[setup_path]
slowest_stage = or4_1
worstPathArrival_ns = 42.54
crit_required_ns = 51.43
end_kind = flip-flop
worst-path-max-fanout = 26
crit_top_cell = ha_1
startpoint_type = input port
cpPeakStageDelay_ns = 0.86
critPathKind = input port to flip-flop

[clocking]
numCtsBuffers = 3
cts.path.max_buffers = 2
post_cts_buffers = 0
postCtsHoldBufs = 0
htreeDepth = 1
clk_pin_slew_ns = 0.06
clkSinkCount = 16
cts_tree = built
cts_resized = 0
clock-root-buffer = clkbuf_16

[placement]
dp_hpwl_mm = 41.4
port_buffers = 56
placed_area_um2 = 15200
gp_congestion = 0.999
placedCellCount = 2446

[run_status]
status = complete, no violations

[hold_path]
hold_class = input port to flip-flop
## power breakdown
group / switching [mW] / internal (mW) / total, mW / leakage (nW)
clock: 0.00785 / 0.0104 / 0.0182 / 0.0370
combinational: 0.230 / 0.158 / 0.388 / 6.86
sequential: 0.00138 / 0.0152 / 0.0166 / 0.134
total: 0.239 / 0.184 / 0.423 / 7.03
## worst max-delay path: cells and delay by family
kind,cells,cell delay (ns)
buf+inv,5,1.43
fa+ha+maj,15,4.55
simple gates,38,10.65
mux,1,0.33
compound gates,55,15.29
## routing by layer
layer  part of all wire [%]  GRT usage [%]
met5                      0              0
met4                    2.9           7.32
met3                    8.6           6.16
met2                     45           48.5
met1                     44           43.4
## path summary, 6_finish.rpt
check,depth (start not counted),to,startpoint
worst max-delay path,114,ALU_OUT[0],B[15]
worst min-delay path,3,ALU_OUT[0],ALU_FUN[2]
## logic make-up (layout without fill, tap and decap cells)
group                    count (synthesis)  after routing  synth area share, %
AND/OR/NAND/NOR                        668            668                 21.9
AND-OR/OR-AND                          555            555                 26.4
flip-flops                              16             16                 2.26
XOR/XNOR                               106            106                 6.55
buffers and inverters                  294            298                 7.90
multiplexers                            29             29                 2.23
adder cells (fa/ha/maj)                322            322                 32.8
## stage by stage
step           hold WS [ns]  power [mW]  worst slack (ns)  util [%]
6_report              10.88       0.423              8.89      44.1
5_1_grt               10.91       0.472              6.55      44.1
4_1_cts               10.87       0.422              9.53      44.1
3_5_place_dp          10.92       0.399              9.37      43.9
3_3_place_gp          10.92       0.399             10.09      43.9
2_1_floorplan         10.50       0.291             14.63         -
## synthesized netlist by cell type, types with 5 or more instances
master and count:
a41oi_1 5, o2111ai_1 15, nor2b_1 19, inv_1 194, nand2b_1 14, nand4_1 15, or2_2 12, fa_1 82
dfxtp_1 16, and3_1 16, or3_1 21, a21o_1 31, mux2_2 17, a211oi_1 13, xor2_1 33, clkbuf_1 89
nand2_1 225, a221oi_1 16, nor4_1 8, ha_1 240, a221o_1 8, a31o_2 5, nor2_1 201, o21ai_0 100
o21a_1 45, and2_1 17, o22ai_1 10, nor3_1 55, o221ai_1 8, mux2i_1 11, xnor2_1 73, o31ai_1 17
nand3_1 38, a21oi_1 134, a31oi_1 24, a2111oi_0 7, o211ai_1 31, o211a_1 5, a22oi_1 6, a21boi_0 6
o21bai_1 17
## area by class of cell
class	count	area, µm²
fill	3467	19400
multi-input combinational	1680	12700
timing repair buffer	96	861
inverter	199	747
tap	455	569
sequential	16	320
clock buffer	3	75.1
Power and IR drop assume default switching activity.
