==> design.v <==
module ALU_Top #(parameter width = 16)
(
	input wire [width-1:0] A,B,
	input wire [3:0] ALU_FUN,
	input wire clk,reset_n,
	output  [2*width-1:0] Arith_OUT,
	output  [width-1:0] Logic_OUT,SHIFT_OUT,
	output [1:0] CMP_OUT,
	output Carry_OUT,Arith_Flag,CMP_Flag,Logic_Flag,SHIFT_Flag
);
	wire [3:0] Enables;
	decod B0 
	(
	.ALU_FUN(ALU_FUN[3:2]),
	.Enables(Enables)
	);
	ARITH_UNIT #(.width(width)) B1
	(
	.A(A),
	.B(B),
	.clk(clk),
	.reset_n(reset_n),
	.arith_en(Enables[3]),
	.arith_out(Arith_OUT),
	.arith_flag(Arith_Flag),
	.carry_out(Carry_OUT),
	.ALU_FUN(ALU_FUN[1:0])
	);
	LOGIC_UNIT #(.width(width)) B2
	(
	.A(A),
	.B(B),
	.clk(clk),
	.reset_n(reset_n),
	.logic_en(Enables[2]),
	.logic_out(Logic_OUT),
	.logic_flag(Logic_Flag),
	.ALU_FUN(ALU_FUN[1:0])
	);
	CMP_UNIT #(.width(width)) B3
	(
	.A(A),
	.B(B),
	.clk(clk),
	.reset_n(reset_n),
	.cmp_en(Enables[1]),
	.cmp_out(CMP_OUT),
	.cmp_flag(CMP_Flag),
	.ALU_FUN(ALU_FUN[1:0])
	);
	SFIT_UNIT #(.width(width)) B4
	(
	.A(A),
	.B(B),
	.clk(clk),
	.reset_n(reset_n),
	.shift_en(Enables[0]),
	.shift_out(SHIFT_OUT),
	.shift_flag(SHIFT_Flag),
	.ALU_FUN(ALU_FUN[1:0])
	);
endmodule
module ARITH_UNIT #(parameter width = 16)
(
	input wire signed [width-1:0] A,B,
	input wire clk,reset_n,arith_en,
	output reg signed [2*width-1:0] arith_out,
	output reg arith_flag,carry_out,
	input wire [1:0] ALU_FUN
);
	always @(posedge clk, negedge reset_n)
	begin
		if (~reset_n)
		begin
			arith_out <= 0;
			arith_flag <= 0;
			carry_out <= 0;
		end
		else if (arith_en)
		begin
			case (ALU_FUN)
				2'b00: 
				begin
					{carry_out,arith_out} <= A + B;
					arith_flag <= 1'b1;
				end
				2'b01:
				begin
					{carry_out,arith_out} <= A - B;
					arith_flag <= 1'b1;
				end
				2'b10:
				begin
					{carry_out,arith_out} <= A * B;
					arith_flag <= 1'b1;
				end
				2'b11:
				begin
					{carry_out,arith_out} <= A / B;
					arith_flag <= 1'b1;
				end
			endcase
		end
		else
		begin
			arith_out <= 0;
			arith_flag <= 0;
			carry_out <= 0;
		end
	end
endmodule
module CMP_UNIT #(parameter width = 16)
(
	input wire [width-1:0] A,B,
	input wire clk,reset_n,cmp_en,
	output reg [1:0] cmp_out,
	output reg cmp_flag,
	input wire [1:0] ALU_FUN
);
	always @(posedge clk, negedge reset_n)
	begin
		if (~reset_n)
		begin
			cmp_out <= 0;
			cmp_flag <= 0;
		end
		else if (cmp_en)
		begin
			case (ALU_FUN)
				2'b01: 
				begin
					cmp_out <= (A == B) ? 2'b01 : 2'b00;
					cmp_flag <= 1'b1;
				end
				2'b10:
				begin
					cmp_out <= (A > B) ? 2'b10 : 2'b00;
					cmp_flag <= 1'b1;
				end
				2'b11:
				begin
					cmp_out <= (A < B) ? 2'b11 : 2'b00;
					cmp_flag <= 1'b1;
				end
				default:
				begin
					cmp_out <= 0;
					cmp_flag <= 0;
				end
			endcase
		end
		else
		begin
			cmp_out <= 0;
			cmp_flag <= 0;
		end
	end
endmodule
module decod 
(
	input wire[1:0] ALU_FUN,
	output reg [3:0] Enables	
);
	always @(*)
	begin
		case (ALU_FUN)
			2'b00: Enables = 4'b1000;
			2'b01: Enables = 4'b0100;
			2'b10: Enables = 4'b0010;
			2'b11: Enables = 4'b0001;	
		endcase
	end
endmodule
module LOGIC_UNIT #(parameter width = 16)
(
	input wire [width-1:0] A,B,
	input wire clk,reset_n,logic_en,
	output reg [width-1:0] logic_out,
	output reg logic_flag,
	input wire [1:0] ALU_FUN
);
	always @(posedge clk, negedge reset_n)
	begin
		if (~reset_n)
		begin
			logic_out <= 0;
			logic_flag <= 0;
		end
		else if (logic_en)
		begin
			case (ALU_FUN)
				2'b00: 
				begin
					logic_out <= A & B;
					logic_flag <= 1'b1;
				end
				2'b01:
				begin
					logic_out <= A | B;
					logic_flag <= 1'b1;
				end
				2'b10:
				begin
					logic_out <= ~(A & B);
					logic_flag <= 1'b1;
				end
				2'b11:
				begin
					logic_out <= ~(A | B);
					logic_flag <= 1'b1;
				end
			endcase
		end
		else
		begin
			logic_out <= 0;
			logic_flag <= 0;
		end
	end
endmodule
module SFIT_UNIT #(parameter width = 16)
(
	input wire [width-1:0] A,B,
	input wire clk,reset_n,shift_en,
	output reg [width-1:0] shift_out,
	output reg shift_flag,
	input wire [1:0] ALU_FUN
);
	always @(posedge clk, negedge reset_n)
	begin
		if (~reset_n)
		begin
			shift_out <= 0;
			shift_flag <= 0;
		end
		else if (shift_en)
		begin
			case (ALU_FUN)
				2'b00: 
				begin
					shift_out <= A >> 1;
					shift_flag <= 1'b1;
				end
				2'b01:
				begin
					shift_out <= A << 1;
					shift_flag <= 1'b1;
				end
				2'b10:
				begin
					shift_out <= B >> 1;
					shift_flag <= 1'b1;
				end
				2'b11:
				begin
					shift_out <= B << 1;
					shift_flag <= 1'b1;
				end
			endcase
		end
		else
		begin
			shift_out <= 0;
			shift_flag <= 0;
		end
	end
endmodule
==> run.sh <==
#!/bin/bash
# OpenROAD 26Q1-2900-gdf79404cd8, Yosys 0.63+post, stock flow scripts
make -C /OpenROAD-flow-scripts/flow DESIGN_CONFIG=/design/flow/config.mk WORK_HOME=/design/flow/orfs finish
==> constraint.sdc <==
current_design ALU_Top

set clk_period 1.0
set clk_io_pct 0.2

create_clock -name clk0 -period $clk_period [get_ports {clk}]

set non_clock_inputs [all_inputs -no_clocks]
set_input_delay [expr $clk_period * $clk_io_pct] -clock clk0 $non_clock_inputs
set_output_delay [expr $clk_period * $clk_io_pct] -clock clk0 [all_outputs]
==> config.mk <==
export PLATFORM = sky130hd
export DESIGN_NAME = ALU_Top
export DESIGN_NICKNAME = ALU_Top
export VERILOG_FILES = /design/flow/design.v
export SDC_FILE = /design/flow/constraint.sdc
export NUM_CORES = 4
export LEC_CHECK = 1
export CORE_UTILIZATION = 40
==> flow_summary_export.csv <==
group,metric,value,unit
routing,vias_per_cell,5.55,
routing,vias,61900,
run,max_cap_viol_count,0,
global_route,grt_pass1_wl,354,mm
timing,period_needed,62330,ps
global_route,antenna_found_initial,4,
yosys,edf_count,0,
place,dpl_cell_area,71700,sq um
floorplan,coreArea,117000,sq um
global_route,grt_max_degree,36,
clock_network,cts_sinks,71,
run_status,outcome,"complete, but fails checks",
routing,wl_per_cell,21.3,microns
worst_hold_path,min_path_type,"in2reg",
global_route,met1_usage,58.5,%
yosys,synth_flops,71,
worst_setup_path,end_kind,"register",
yosys,topCellsByArea,"ha_1 (18%), fa_1 (11%), xnor2_1 (5.6%), a21oi_1 (5.4%), nor2_1 (5.2%)",
routing,drtIter0Drc,4145,
yosys,adder_share,29.7,%
worst_setup_path,max_stage_delay,560,ps
place,detailed_place_hpwl,188,mm
timing,finalCritPeriodShare,6230,%
clock_network,cts_root_buf,"clkbuf_16",
yosys,ys_top_logic_family,"adder cells",
timing,slew_violations,0,
worst_setup_path,critPathMaxFanout,18,
routing,ant_nets,0,
yosys,syn_area,47100,sq um
timing,worst_slew_pin_slew,886,ps
yosys,yosysCellCount,6438,
yosys,synthSimpleGateAreaFrac,21.6,%
final_layout,final_area,82800,sq um
floorplan,die_x,345,microns
worst_setup_path,arrival,62610,ps
yosys,synth_cells,6438,
timing,setup_viol,135,
run,tool_warnings,62,
worst_setup_path,worstSetupStartpointType,"input pin",
floorplan,fp_util,40.4,%
yosys,avgSynthCellArea,7.32,sq um
routing,drcViolationCount,0,
clock_network,cts_made_buffers,9,
yosys,synthMuxAreaShare,3.05,%
timing,worst_slack,-61330,ps
routing,wirelength,238,mm
worst_setup_path,path_common_cell,"buf_4",
timing,setup_tns,-2030390,ps
worst_setup_path,slowest_stage,"or4b_4",
worst_setup_path,cp_data_required_time,1270,ps
yosys,ys_sh_xor,8.68,%
timing,slew_headroom,40.5,%
yosys,yosysWarnings,5,
yosys,yosys.area.top_type,"ha_1",
yosys,synth.distinct_cells,119,
final_layout,drive_gt1_share,46.5,%
yosys,synth_top_area_share,18.5,%
timing,rsz0062_at_grt,"yes",
clock_network,cts_tree,"built",
floorplan,rows,125,
floorplan,ios,109,
clock_network,cts_buffer_depth,2,
place,port_buffers,108,
final_layout,fill_cells,8720,
yosys,ys_seq_share,3.77,%
global_route,grt_use_total,39.5,%
clock_network,clk_pin_slew_worst_paths,80,ps
final_layout,syn2layout_area_growth,75.7,%
routing,dr.pass1.iters,6,
place,dp_worst_setup_slack,-66820,ps
timing,fmax,0.0160,GHz
global_route,met2_usage,57.6,%
floorplan,die_y,345,microns
global_route,grt_use_met3,9.57,%
yosys,ys_area,47100,sq um
global_route,grt_remaining_overflow,0,
clock_network,cts_max_level,3,
place,gp_congestion,1.04,
yosys,aoi_share,27.2,%
timing,final-hold-violation-count,0,
yosys,synthArstFlopShare,100,%
run_status,failed_checks,"setup timing",
worst_setup_path,path_class,"in2reg",
yosys,synthFlopType,"dfrtp_1",
floorplan,die_area,119000,sq um
global_route,grt_pass1_vias,58900,
global_route,busiest_layer,"met1",
metal layers:
metal	part of all wire, %	vias to the layer above
li1	-	29600
met1	45	29400
met2	41	2475
met3	9.5	454
met4	3.8	8
met5	0.071	-
cell usage after synthesis (67+ instances only):
library cell and instances:
ha_1 695, nor2_1 655, nand2_1 634, inv_1 509, a21oi_1 507, o21ai_0 340
xnor2_1 300, fa_1 264, a21o_1 197, xor2_1 167, nor3_1 156, clkbuf_1 152
nand3_1 138, o21a_1 117, a31oi_1 103, or3_1 80, dfrtp_1 71, a211oi_1 70
nand4_1 70, nor2b_1 67, o211ai_1 67
cells in the final DEF (no fill, tap or decap), types with 64 or more instances in the layout:
cell type,synthesis,routed
a21o_1,197,196
a21oi_1,507,342
a21oi_2,3,140
a31oi_1,103,74
buf_12,0,77
buf_4,2,2853
buf_6,3,177
conb_1,2,170
dfrtp_1,71,64
fa_1,264,264
ha_1,695,532
ha_4,0,139
inv_1,509,472
nand2_1,634,574
nand3_1,138,116
nand4_1,70,70
nor2_1,655,573
nor3_1,156,123
o211ai_1,67,67
o21a_1,117,110
o21ai_0,340,207
o21ai_1,28,79
o21ai_2,2,68
xnor2_1,300,264
xor2_1,167,166
sequential cells by signal (all words and copies together) (netlist names):
signal         flops
B1.arith_out      32
B2.logic_out      16
B4.shift_out      16
B3.cmp_out         2
B1.arith_flag      1
B1.carry_out       1
B2.logic_flag      1
B3.cmp_flag        1
B4.shift_flag      1
per-stage QoR:
stage / utilization, % / hold WS (ps) / cells
after floorplan: - / -95.6 / 6606
after global placement: 61.5 / 62.0 / 10700
after detailed placement: 61.5 / 62.3 / 10700
after CTS: 67.5 / 356 / 11000
after global routing: 71.0 / 321 / 11200
final: 71.0 / 334 / 11200
cell families (layout without fill, tap and decap cells):
logic type / count (synthesis) / after routing
and+or+nand+nor: 2155 / 2159
AOI/OAI and AO/OA: 1925 / 1925
adders and majority gates: 959 / 959
buffers and inverters: 741 / 3768
xor gates and xnor gates: 467 / 467
muxes: 118 / 118
DFF: 71 / 71
other: 2 / 175
final timing paths:
kind	startpoint	end	slack (ps)	depth (start not counted)
min in group asynchronous	reset_n	B4.shift_out[15]	420	3
worst max-delay path	B[1]	B1.arith_out[12]	-61330	314
worst min-delay path	ALU_FUN[0]	B1.arith_out[19]	330	3
max in group asynchronous	reset_n	B1.arith_out[23]	170	4
layout make-up:
class	count	area, sq um	area share, %
Sequential cell	71	1790	2.16
Clock buffer	9	225	0.272
Antenna cell	5	12.5	0.0151
Timing Repair Buffer	3232	26100	31.6
Clock inverter	7	73.8	0.0892
Tap cell	1524	1910	2.30
Inverter	520	1990	2.41
Multi-Input combinational cell	5798	50600	61.2
worst max-delay path: cells and delay by family:
| kind | cells | cell delay, ps |
|---|---|---|
| adders and majority gates | 33 | 8400 |
| AOI/OAI and AO/OA | 132 | 27290 |
| muxes | 4 | 1030 |
| xor gates and xnor gates | 1 | 180 |
| buffers and inverters | 51 | 7070 |
| and+or+nand+nor | 93 | 18270 |
repair_timing:
action / in CTS / in global routing
endpoints found under the setup margin: 139 / 197
resized: 1136 / 757
hold buffers: 1 / 2
cloned: 10 / 3
setup buffers: 322 / 171
endpoints found under the hold margin: 71 / 11
pin swaps: 399 / 392
