==> design/flow/design.v <==
module mem #(parameter ADDR_WIDTH = 4, MEM_DEPTH = 8, MEM_WIDTH = 16)
(
	input wire WR_EN,clk,
	input wire [ADDR_WIDTH - 1:0] address,
	input wire [MEM_WIDTH - 1:0] data_in,
	output reg [MEM_WIDTH - 1:0] data_out
);
	reg [MEM_WIDTH - 1:0] MEM [MEM_DEPTH - 1:0];
	always @(posedge clk)
	begin
		if (WR_EN)
			MEM [address] <= data_in;	
		else
			data_out <= MEM [address];
	end
endmodule
==> design/flow/run.sh <==
#!/bin/bash
# OpenROAD 26Q1-2900-gdf79404cd8, Yosys 0.63+post, stock flow scripts
make -C /OpenROAD-flow-scripts/flow DESIGN_CONFIG=/design/flow/config.mk WORK_HOME=/design/flow/orfs finish
==> design/flow/config.mk <==
export PLATFORM = sky130hd
export DESIGN_NAME = mem
export DESIGN_NICKNAME = mem
export VERILOG_FILES = /design/flow/design.v
export SDC_FILE = /design/flow/constraint.sdc
export NUM_CORES = 4
export LEC_CHECK = 1
export CORE_UTILIZATION = 30
==> design/flow/constraint.sdc <==
current_design mem

set clk_period 4.7
set clk_io_pct 0.2

create_clock -name clk0 -period $clk_period [get_ports {clk}]

set non_clock_inputs [all_inputs -no_clocks]
set_input_delay [expr $clk_period * $clk_io_pct] -clock clk0 $non_clock_inputs
set_output_delay [expr $clk_period * $clk_io_pct] -clock clk0 [all_outputs]
==> flow_summary.yaml <==
# physical design summary
die:
  die_y_um: 137
  fp_util_pct: 31.1
  coreArea_mm2: 0.0175
  row_count: 48
  die_x_um: 137
  dieArea_mm2: 0.0187
  ios: 38
timing:
  worst-slew-pin-transition_ns: 0.820
  maxSlewViolCount: 0
  rsz0062_at_grt: "false"
  setup_viol: 0
  fin_crit_ns: 2.83
  worst_slack_ns: 1.87
  finalSetupTns_ns: 0
  hold_viol: 0
  finalCritPeriodShare_pct: 60.2
  finalClockSkew_ns: 0.00581
  max-slew-margin-rel_pct: 45.0
  fmax_mhz: 353
  fin_hold_ws_ns: 0.564
global_route:
  grt_pass1_wl_mm: 15.6
  use_met2_pct: 19.0
  antenna_found_initial: 0
  first_global_vias: 2776
  overflow: 0
  use_met1_pct: 16.9
  grt.total_usage_pct: 12.3
  grt_busiest_layer: "met2"
  grt.met3_usage_pct: 6.31
  grt_max_degree: 29
cts:
  clk_pin_slew_worst_paths_ns: 0.05
  htree_levels: 4
  ctsResizeCount: 0
  clock_path_buffers: 2
  clock-root-buffer: "clkbuf_16"
  post_cts_buffers: 0
  cts_hold_buf: 0
  clock_latency_ns: 0.41
  cts-buffers-inserted: 17
  clock_sink_count: 144
  cts_tree: "done"
pwr:
  power_frac_seq_pct: 51.7
  intPower_mw: 2.32
  p_sw_share_pct: 18.9
  clockPowerShare_pct: 43.0
  p_sw_mw: 0.541
  combPwrFrac_pct: 5.4
  p_leak_nw: 2.19
  power.density_mw_per_mm2: 428
  max-vdd-ir-drop_mv: 0.277
  p_total_mw: 2.86
min_path:
  min_from: "MEM[4][1]"
  min_path_type: "register to register"
critical_path:
  cp-startpoint: "address[2]"
  reg2reg_from: "MEM[3][3]"
  crit_type: "input port to register"
  start_kind: "input port"
  cp.required_ns: 4.81
  crit_arrival_ns: 2.94
  worst-path-max-fanout: 9
  crit_path_end_kind: "register"
logic_synthesis:
  synthTopCellsByArea: "edfxtp_1 79%, mux4_1 6.7%, mux2_2 4.8%"
  ys_seq_elements: 144
  yosys.area.top_type_share_pct: 79.3
  yosys_area_mm2: 0.00545
  syn_area_mm2: 0.00545
  synth_area_per_cell_um2: 21.7
  ys_cells: 251
  synth_warnings: 1
  synth_seq_share_pct: 79.3
  synth_cell_types: 22
  top_area_cell: "edfxtp_1"
  postSynthCellCount: 251
flow_run:
  tool_warnings: 26
  maxCapViolCount: 0
placement:
  dp.cells: 515
  placed_area_mm2: 0.00614
  pre_cts_ws_ns: 1.37
  port_buffers: 36
  gp_congestion: 0.748
  place_hpwl_mm: 6.07
routing:
  first_pass_iters: 4
  vias: 2585
  wl_per_cell_um: 18.5
  drc: 0
  drtIter0Drc: 140
  diodes: 0
  drt_wl_total_mm: 10.1
  ant_nets: 0
  vias_per_cell: 4.73
layout:
  final_area_mm2: 0.00668
  layout-drive-gt1-share_pct: 22.0
  postLayoutCoreUtil_pct: 38.1
  fin_cells: 547
  fill_cells: 1573
  area_growth_pct: 22.5
outcome:
  outcome: "finished, final reports clean"
path summary, 6_finish.rpt:
kind	endpoint	depth (start not counted)	slack (ns)
max	MEM[0][15]	5	1.87
min	data_out[1]	2	0.56
max reg2reg	data_out[3]	2	3.28
min reg2reg	data_out[1]	2	0.56
worst max-delay path, stage by stage:
cell	delay (ns)
clkdlybuf4s50_1	0.59
inv_1	0.27
nand2_1	0.16
nor3_2	0.65
buf_4	0.33
cell usage in the layout (no fill, tap or decap), drive strengths merged, types with 2 or more instances in the layout:
master / instances
edfxtp: 144
clkdlybuf4s50: 35
clkbuf: 24
mux2: 23
mux4: 21
nand2: 16
buf: 14
a22oi: 9
nor2: 8
clkinv: 6
o211ai: 4
inv: 4
nor2b: 2
a221oi: 2
nor3: 2
bufinv: 2
final cells by class:
cell class                      instances  area [µm²]  area share [%]
Multi-Input combinational cell         93        1060            15.9
Clock buffer                           24         452            6.76
Sequential cell                       144        4320            64.8
Clock inverter                          8        88.8            1.33
Tap cell                              225         282            4.22
Inverter                                4        15.0           0.225
Timing Repair Buffer                   49         453            6.78
per-layer routing:
layer	routed length (µm)	vias to the layer above
li1	-	1157
met5	0	-
met4	169	0
met2	5030	101
met3	930	16
met1	4010	1311
kinds of logic (layout without fill, tap and decap cells):
| group | count (synthesis) | in the layout | synth area share, % |
|---|---|---|---|
| and+or+nand+nor | 31 | 31 | 2.46 |
| muxes | 44 | 44 | 14.4 |
| DFF | 144 | 144 | 79.3 |
| AOI/OAI and AO/OA | 18 | 18 | 2.48 |
| buffers and inverters | 14 | 85 | 1.35 |
sequential cells by signal, indices dropped and copies added (netlist names):
name and cells:
data_out 16, MEM 128
power by group through the flow:
stage / logic, mW / registers [mW] / clock network (mW)
final: 0.154 / 1.48 / 1.23
after global routing: 0.169 / 1.48 / 1.30
after CTS: 0.158 / 1.48 / 1.25
synth_stat cells:
master,n
nor3_1,2
nand2_1,16
edfxtp_1,144
a32oi_1,1
a31oi_1,1
mux2_2,23
nor2b_1,2
a221oi_1,2
nor3b_1,1
clkbuf_1,3
inv_1,3
a22oi_1,9
mux4_1,14
inv_2,1
o21ai_0,1
o211ai_1,4
and2_1,1
buf_6,2
nor2_1,8
mux4_2,7
and2b_1,1
buf_2,5
Power and IR drop assume default switching activity.
